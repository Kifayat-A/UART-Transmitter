<file path="/design/flow/run.sh">
#!/bin/bash
# OpenROAD 26Q1-2900-gdf79404cd8, Yosys 0.63+post, stock flow scripts
make -C /OpenROAD-flow-scripts/flow DESIGN_CONFIG=/design/flow/config.mk WORK_HOME=/design/flow/orfs finish
</file>
<file path="/design/flow/config.mk">
export PLATFORM = sky130hd
export DESIGN_NAME = uart_tx
export DESIGN_NICKNAME = uart_tx
export VERILOG_FILES = /design/flow/design.v
export SDC_FILE = /design/flow/constraint.sdc
export NUM_CORES = 4
export LEC_CHECK = 1
export CORE_UTILIZATION = 30
export SYNTH_HDL_FRONTEND = slang
</file>
<file path="/design/flow/constraint.sdc">
current_design uart_tx

set clk_period 7.3
set clk_io_pct 0.2

create_clock -name clk0 -period $clk_period [get_ports {clk}]

set non_clock_inputs [all_inputs -no_clocks]
set_input_delay [expr $clk_period * $clk_io_pct] -clock clk0 $non_clock_inputs
set_output_delay [expr $clk_period * $clk_io_pct] -clock clk0 [all_outputs]
</file>
<file path="/design/flow/design.v">
module baud_gen(
    input clk,rst_n,
    input [1:0]baud_rate,
    output reg bd_clk
);
reg [13:0] count;
reg [13:0] final_value;
localparam BAUD24 = 2'b00,
           BAUD48 = 2'b01,
           BAUD96 = 2'b10,
           BAUD192 =2'b11;
always @ (*)begin
    case(baud_rate) 
        BAUD24 : final_value = 14'd10417;  
        BAUD48 : final_value = 14'd5208;   
        BAUD96 : final_value = 14'd2604;   
        BAUD192 : final_value = 14'd1302;  
        default: final_value = 14'd0;
    endcase
end 
always @(posedge clk or negedge rst_n) begin
    if(!rst_n) begin
        count <= 0;
        bd_clk <= 0;
    end
    else begin
        if(count == final_value) begin
            count <= 0 ;
            bd_clk <= 1'b1;   
        end
        else begin
            count <= count + 1;
            bd_clk <= 1'b0;   
        end
    end
end
endmodule
module fifo_sync #(
    parameter WIDTH = 8,
    parameter DEPTH = 16,
    parameter ADDR = 4
)(
    input clk,rst_n,
    input [WIDTH-1:0]data_in,
    input wr_en,
    input rd_en,
    output reg [WIDTH-1:0]data_out,
    output full,empty
);
reg [WIDTH-1:0] mem [DEPTH-1:0];
reg [ADDR:0] rd_ptr,wr_ptr;
always @ (posedge clk or negedge rst_n) begin
    if(!rst_n) begin
        wr_ptr <= 0 ;
    end
    else begin
        if(wr_en && !full) begin
            mem[wr_ptr[ADDR-1:0]] <= data_in;
            wr_ptr <= wr_ptr+1;
        end
    end
end 
always @ (posedge clk or negedge rst_n) begin
    if(!rst_n) begin
        rd_ptr <= 0 ;
    end
    else begin
        if(rd_en && !empty) begin
            rd_ptr <= rd_ptr+1;
        end
    end
end
assign full  = (wr_ptr[ADDR] != rd_ptr[ADDR]) && 
               (wr_ptr[ADDR-1:0] == rd_ptr[ADDR-1:0]);
assign empty = (wr_ptr==rd_ptr);
assign data_out = mem[rd_ptr[ADDR-1:0]];
endmodule
module parity_in(
    input rst_n,[1:0]parity_type,
    input [7:0] data_in,
    output reg parity
);
localparam ODD = 2'b01,
           EVEN = 2'b10;
always @(*) begin
    if(!rst_n) begin
        parity = 0 ;
    end
    else begin
        case(parity_type) 
            (ODD):parity = ^data_in ? 0 : 1;
            (EVEN):parity = ^data_in ? 1 : 0;
            default: parity =1;
        endcase
    end
end
endmodule
module piso (
    input clk,
    input        bd_clk,
    input        rst_n,
    input  [7:0] data_in,
    input        parity,
    input        fifo_empty,
    output reg   tx,
    output reg   active,
    output reg fifo_rd_en
);
    localparam IDLE   = 1'b0,
               ACTIVE = 1'b1;
    reg        state;
    reg [3:0]  count;
    reg [10:0] frame;
    always @(posedge clk or negedge rst_n) begin
        if (!rst_n) begin
            state  <= IDLE;
            count  <= 0;
            frame  <= 11'b0;
            tx     <= 1'b1;
            active <= 1'b0;
            fifo_rd_en <= 1'b0;
        end else begin
            fifo_rd_en <= 0;
            case (state)
                IDLE: begin
                    tx     <= 1'b1;
                    active <= 1'b0;
                    count  <= 0;
                    if (!fifo_empty   && !active) begin
                        frame <= {1'b1, parity, data_in, 1'b0};
                        fifo_rd_en <= 1;
                        state <= ACTIVE;
                        active <= 1'b1;
                    end
                end
                ACTIVE: begin
                    if (bd_clk) begin
                        tx     <= frame[0];
                        frame <= frame >> 1;
                        count <= count + 1'b1;
                        if (count == 4'd10) begin
                            state  <= IDLE;
                            active <= 1'b0;    
                        end
                    end
                end
            endcase
        end
    end
endmodule
module uart_tx(
    input clk,rst_n,
    input [1:0] parity_type,
    input [1:0] baud_rate,
    input [7:0] data_in,
    input wr_en,
    output reg bd_clk_out,
    output reg active,
    output reg tx,
    output fifo_full,
    output fifo_emp
);
wire [7:0] fifo2piso;
wire bd_clk_temp;
wire parity_temp;
wire fifo_empty;
wire fifo_rd_en;
baud_gen bd_gen(
    .clk(clk),
    .rst_n(rst_n),
    .baud_rate(baud_rate),
    .bd_clk(bd_clk_temp)
);
assign bd_clk_out = bd_clk_temp;
assign fifo_emp = fifo_empty;
parity_in parity_uut(
    .rst_n(rst_n),
    .parity_type(parity_type),
    .data_in(fifo2piso),
    .parity(parity_temp)
);
fifo_sync #(.WIDTH(8),.ADDR(4),.DEPTH(16))  tx_fifo(
    .clk(clk),
    .rst_n(rst_n),
    .data_in(data_in),
    .wr_en(wr_en),
    .rd_en(fifo_rd_en),
    .data_out(fifo2piso),
    .full(fifo_full),
    .empty(fifo_empty)
);
piso piso_uut(
    .clk(clk),
    .bd_clk(bd_clk_temp),
    .rst_n(rst_n),
    .fifo_empty(fifo_empty),
    .data_in(fifo2piso),
    .parity(parity_temp),
    .tx(tx),
    .active(active),
    .fifo_rd_en(fifo_rd_en)
);
endmodule
</file>
==> qor.txt <==
power share of the clock group: 27.9%
Post-CTS Resized: 0
total wirelength of the detailed-routed design: 13.7 mm
DR top layer: met4
maximum fanout encountered on the critical timing path: 50
routed length on met3: 1.19 mm
total setup buffers inserted after CTS: 0
DIE HEIGHT: 159 um
max-cap viol count: 0
detailed-route DRC error count: 0
count of buffers inserted at the top-level ports: 19
number of antenna violations at the first check in global routing: 0
area grow syn2layout: 15.6%
CTS clock-pin slew for the worst setup and hold paths: 70 ps
FFs w/ async S/R, synth: 25.6%
Crit. End Element: output port
number of cell instances after yosys synthesis: 488
setup repair after global routing missed its margin: no
PwrDens: 362 nW/um2
cell area after technology mapping: 7360 um2
TritonCTS clock tree: yes
largest net degree at the start of global routing: 51
sequential share of power: 41.8%
critical path arrival: 2660 ps
total count of max-transition violations in the final report: 0
number of top-level design ports: 20
area of the core: 23,800 um2
aggregate global routing overflow: 0
Syn. warnings: 0
total antenna diodes in the routed design: 0
result of the run: finished, final reports clean
post-layout period usage: 56.5%
switching share of total power: 32.9%
clk ins delay skew pair: 420 ps
fraction of final layout cells with drive strength greater than 1: 13.2%
Most used DFF post-synth: edfxtp_1
aggregate global-route resource usage: 12.2%
chip area: 25,200 um2
number of warning messages in the logs: 34
std cell rows: 56
Post-Route Setup TNS: 0 ps
post-synthesis area per instance: 15.1 um2
skew final: 7.25 ps
detailed router's first-iteration violation count: 269
wire length of the first global-routing pass: 21.9 mm
minimum clock period: 4120 ps
post-route met1 wirelength: 6.00 mm
peak ir drop on the vdd network: 0.143 mV
via count: 4,001
net switching power: 1.01 mW
number of endpoints failing setup at the final stage: 0
FF+latch count, synth: 172
deepest level of the CTS H-tree: 4
Wirelength per Cell: 16.1 um
remaining antenna violation count: 0
met2 wire length: 6.36 mm
count of mapped cells out of synthesis: 488
initial core utilization: 31.0%
Avg Vias per Cell: 4.71
number of enable flip-flop cells: 128
vias in the first global route: 4,072
detailed-routing iteration count for the pre-antenna-repair pass: 4
Post-synth seq share: 67.2%
tally of unique sky130hd cells used after synthesis: 47
type of the worst min-delay path: reg -> reg
total number of clock tree sinks: 172
largest buffer count on any clock path: 2
worst path required time: 5840 ps
leakage: 3.01 nW
combinational fraction of design power: 30.3%
total power draw: 3.08 mW
class of the most critical setup path: reg -> out
synthesized chip area reported by yosys: 7360 um2
Detail Placement HPWL: 8.79 mm
number of hold buffers added after cts: 0
cell at the root of the clock tree: clkbuf_16
routability cong.: 0.815
element type at the critical path start: flop
Max Fclk: 243 MHz
number of failing hold endpoints at the final stage: 0
Slew @ Worst Pin: 883 ps
number of buffers added by the clock tree synthesis step: 17
horizontal die dimension: 159 um
Max-Slew Margin vs Limit: 40.9%
internal power of the cells: 2.07 mW
## sequential cells by signal (all words and copies together) (netlist names)
register             cells
tx_fifo.mem            128
piso_uut.fifo_rd_en      1
piso_uut.state           1
piso_uut.active          1
bd_gen.bd_clk            1
piso_uut.frame          11
piso_uut.count           4
piso_uut.tx              1
tx_fifo.wr_ptr           5
bd_gen.count            14
tx_fifo.rd_ptr           5
## power by group through the flow
| stage | Combinational, mW | Clock (mW) | Sequential [mW] |
|---|---|---|---|
| finish | 0.933 | 0.858 | 1.29 |
| CTS | 0.951 | 0.879 | 1.29 |
| global route | 1.04 | 0.916 | 1.31 |
## cell type report
class	instances	area, um2
clock inverters	15	151
multi-input cells	287	2290
well taps	319	399
fillers	2167	15200
flip-flops and latches	172	4950
repair buffers	29	260
inverters	10	37.5
clock buffers	17	425
## worst max-delay path, cell delays in order (launching register included)
cell	delay, ps
dfrtp_2	340
buf_4	520
xor2_1	170
nor4b_1	620
clkdlybuf4s50_1	580
## logic make-up after synthesis
kind of cell,share of synthesized area (%)
AOI/OAI and AO/OA,5.52
buffers and inverters,1.84
DFF,67.2
xor gates and xnor gates,4.74
and+or+nand+nor,8.51
muxes,9.65
adders and majority gates,2.55
## cell usage in the layout, fill, tap and decap left out, types with 5 or more instances in the layout
cell type,n
clkbuf_16,17
mux2_2,10
buf_4,10
a211oi_1,14
and2_1,5
ha_1,15
o21ai_0,6
xnor2_1,20
mux4_1,9
and3_1,5
mux4_2,11
mux2i_1,8
nand3_1,10
clkdlybuf4s50_1,18
nor2_1,49
nor2b_1,14
inv_1,10
o22ai_1,7
a22o_1,6
dfrtp_1,42
xor2_1,18
nor3_1,6
nand2_1,27
edfxtp_1,128
a21oi_1,15
## worst paths after layout
| kind | startpoint | cells past startpoint | endpoint | slack (ps) |
|---|---|---|---|---|
| setup reg to reg | tx_fifo.rd_ptr[0] | 10 | piso_uut.frame[9] | 3910 |
| hold reg to reg | piso_uut.frame[3] | 2 | piso_uut.frame[3] | 480 |
| max in group asynchronous | rst_n | 2 | tx_fifo.rd_ptr[2] | 5780 |
| setup / recovery | tx_fifo.rd_ptr[2] | 4 | fifo_emp | 3180 |
| hold / removal | piso_uut.frame[3] | 2 | piso_uut.frame[3] | 480 |
| min in group asynchronous | rst_n | 2 | piso_uut.count[0] | 1110 |
## stage by stage
step | hold WS (ps) | setup WS, ps | instance area (um2) | utilization, % | std cells
after floorplan | 441 | 3570 | 7360 | - | 488
after global placement | 457 | 3570 | 7930 | 33.4 | 817
after detailed placement | 468 | 3500 | 7930 | 33.4 | 817
after CTS | 485 | 3150 | 8510 | 35.8 | 849
after global routing | 498 | 2990 | 8510 | 35.8 | 849
final | 481 | 3180 | 8510 | 35.8 | 849
## cells in the mapped netlist (all sizes together) (7+ instances only)
cell | count | area share, %
nand2 | 27 | 1.4
o22ai | 7 | 0.59
mux2 | 13 | 2.0
a211oi | 14 | 1.4
nand3 | 10 | 0.68
clkbuf | 10 | 0.51
nor2b | 14 | 1.2
buf | 9 | 0.82
nor2 | 49 | 2.5
ha | 15 | 2.5
o21ai | 8 | 0.54
mux2i | 8 | 1.1
xnor2 | 21 | 2.6
inv | 10 | 0.51
xor2 | 18 | 2.1
edfxtp | 128 | 52
dfrtp | 43 | 15
mux4 | 20 | 6.6
a21oi | 16 | 1.1
## routing by layer
metal,track usage (%),vias up
li1,-,1898
met1,17.1,1961
met2,18.5,131
met3,6.07,11
met4,1.37,0
met5,0,-
Power and IR drop assume default switching activity.
